**flow/config.mk**
```make
export PLATFORM = sky130hd
export DESIGN_NAME = LIFO
export DESIGN_NICKNAME = LIFO
export VERILOG_FILES = /design/flow/design.v
export SDC_FILE = /design/flow/constraint.sdc
export NUM_CORES = 4
export LEC_CHECK = 1
export CORE_UTILIZATION = 30
```
**flow/constraint.sdc**
```tcl
current_design LIFO

set clk_period 2.5
set clk_io_pct 0.2

create_clock -name clk0 -period $clk_period [get_ports {clk}]

set non_clock_inputs [all_inputs -no_clocks]
set_input_delay [expr $clk_period * $clk_io_pct] -clock clk0 $non_clock_inputs
set_output_delay [expr $clk_period * $clk_io_pct] -clock clk0 [all_outputs]
```
**flow/design.v**
```verilog
module LIFO(
 clk,
 rstn,
 pop,
 push,
 empty,
 full,
 din,
 dout
    );
parameter WIDTH = 8;
parameter DEPTH = 8;
input clk;
input rstn;
input pop;
input push;
input [WIDTH-1:0]din;
output [WIDTH-1:0]dout;
output empty;
output full;
reg [WIDTH-1:0]stack[DEPTH-1:0];  
reg [WIDTH-1:0]index, next_index; 
reg [WIDTH-1:0]dout, next_dout;
wire empty, full;
always @ (posedge clk)  
begin
  if(!rstn)
  begin
    dout  <= 8'd0;
    index <= 1'b0;
  end
  else
  begin
    dout  <= next_dout;
    index <= next_index;
  end
end
assign empty = !(|index);
assign full  = !(|(index ^ DEPTH));
always @ (*)  
begin
  if(push)  
  begin
  stack[index] = din;
  next_index   = index+1'b1;
  end
  else if(pop)   
  begin
  next_dout  = stack[index-1'b1];
  next_index = index-1'b1;
  end
  else
  begin
  next_dout  = dout;
  next_index = index;
  end
end
endmodule
```
**flow/run.sh**
```bash
#!/bin/bash
# OpenROAD 26Q1-2900-gdf79404cd8, Yosys 0.63+post, stock flow scripts
make -C /OpenROAD-flow-scripts/flow DESIGN_CONFIG=/design/flow/config.mk WORK_HOME=/design/flow/orfs finish
```
==> impl_metrics.json <==
{
  "number_of_antenna_violations_at_the_first_check_in_global_routing": 0,
  "worstSetupStartpoint": "index[0]",
  "mi_logic_area_sq_um": 1050,
  "crit_path_dat_ns": 1.80,
  "reg2reg_depth": 6,
  "critPathRequiredTime_ns": 2.00,
  "placed_cells_incl_taps": 379,
  "total_power_mw": 1.16,
  "crit_buf_inv": 2,
  "grtUsageTotal_pct": 13.6,
  "synth.lib_cells_used.distinct": 39,
  "final_weighted_congestion_of_routability_driven_global_placement": 0.880,
  "io-pin-count": 22,
  "sequential_cell_area_sq_um": 1400,
  "remaining_drc_errors": 0,
  "unconstrained_endpoints": 72,
  "run_status": "finished clean",
  "worst_r2r_startpoint": "index[0]",
  "top_area_cell": "sky130_fd_sc_hd__dlxtn_1",
  "final_area_sq_um": 2920,
  "setup_tns_ns": 0,
  "critical_path.endpoint_type": "primary output",
  "fp_util_pct": 30.9,
  "grt_pass1_vias": 1845,
  "path_delay_family": "buffers and inverters",
  "worstSetupPathDepth": 5,
  "slew-limit-headroom_pct": 45.4,
  "synthesis_area_per_yosys_sq_um": 2540,
  "drv.max_cap_violation_count": 0,
  "viasPerCell": 4.90,
  "drtAntennaViolNets": 0,
  "numCtsBuffers": 3,
  "clk_pin_slew_ns": 0.07,
  "place_hpwl_um": 3830,
  "layout_min_cycle_time_ns": 2.30,
  "synth-async-reset-ratio_pct": 0,
  "hold_path_depth": 2,
  "number_of_buffer_cells_added_on_primary_ports": 21,
  "yosysWarnings": 2,
  "syn_avg_cell_area_sq_um": 9.69,
  "yosys-top-cells-area": "sky130_fd_sc_hd__dlxtn_1 43%, sky130_fd_sc_hd__dfxtp_1 13%, sky130_fd_sc_hd__ha_1 4.9%",
  "report.final.hold_viol_count": 0,
  "start_kind": "flop",
  "synthDominantCellAreaShare_pct": 42.5,
  "post_synth_instance_area_sq_um": 2540,
  "r2r_slack_ns": 0.81,
  "clock_latency_ns": 0.25,
  "clockBufferDepth": 2,
  "global_route_wire_length_before_repair_um": 9210,
  "max-vdd-ir-drop_uv": 210,
  "die_x_um": 94.0,
  "ys_cells": 262,
  "clock_root_cell": "sky130_fd_sc_hd__clkbuf_8",
  "vert_die_dim_um": 94.0,
  "drive_gt1_share_pct": 7.55,
  "unclocked_pins": 72,
  "power_density_nw_per_um2": 397,
  "cts_tree": "yes",
  "layout_top_cell_excl_fill_tap": "sky130_fd_sc_hd__dlxtn_1",
  "holdCritPathClass": "reg -> reg",
  "pre_cts_ws_ns": 0.397,
  "critical_path.cell_chain": "inv_1 -> ha_1 -> nand2b_1 -> nor3_1 -> clkdlybuf4s50_1",
  "leakagePower_nw": 1.27,
  "wl_per_cell_um": 14.4,
  "core_region_area_sq_um": 8220,
  "finish.cell_count_without_fillers": 383,
  "synth-main-ff-cell": "sky130_fd_sc_hd__dlxtn_1",
  "clock_tree.htree_level_count": 1,
  "placedInstanceArea_sq_um": 2860,
  "fillCellCount": 813,
  "via_count": 1875,
  "critical-path-max-stage-delay_ns": 0.49,
  "achievable-frequency_mhz": 435,
  "number_of_warnings_in_the_stage_logs": 32,
  "cpMaxStageDelayCell": "sky130_fd_sc_hd__clkdlybuf4s50_1",
  "fp-row-count": 33,
  "cts_setup_buffers": 0,
  "mostFrequentLayoutCells": "72 x sky130_fd_sc_hd__dlxtn_1, 21 x sky130_fd_sc_hd__nand2_1, 21 x sky130_fd_sc_hd__clkdlybuf4s50_1, 18 x sky130_fd_sc_hd__nor2_1, 16 x sky130_fd_sc_hd__a22oi_1",
  "syn2layout_area_growth_pct": 14.8,
  "worst-path-max-fanout": 12,
  "chipArea_sq_um": 8840,
  "grt_start_max_net_pins": 23,
  "finalSetupViolCount": 0,
  "number_of_flip_flops_and_latches_in_the_synthesized_netlist": 88,
  "grt_setup_unrepaired": "no",
  "worst_slack_ns": 0.199,
  "fin_hold_ws_ns": 0.471,
  "final-max-slew-violation-count": 0,
  "finClkSkew_ns": 0.00166,
  "detail_route.iter0.violations": 145,
  "timing.final.crit_share_pct": 92.0,
  "finalCoreUtilization_pct": 35.5,
  "synth-edff-count": 0,
  "worst-slew-pin-transition_ns": 0.818,
  "global_route_congestion_overflow_total": 0,
  "cp-endpoint": "empty",
  "criticalPathCategory": "reg -> out",
  "antenna-diode-count": 0,
  "gate_count_after_technology_mapping": 262,
  "wirelength_um": 5520,
  "worst_r2r_endpoint": "index[6]",
  "drt-pass1-iter-count": 5
}
## how the worst min path moves through the flow
stage     endpoint  startpoint  slack [ns]
4_1_cts   index[7]    index[7]        0.48
5_1_grt   index[7]    index[7]        0.51
6_report  index[7]    index[7]        0.47
## final cells by class
class / count / share of cell area, %
inverters: 5 / 0.644
repair buffers: 27 / 8.76
well taps: 105 / 4.51
flip-flops and latches: 88 / 48.2
multi-input cells: 154 / 36.1
clock buffers: 4 / 1.89
## flip-flops by register name, summed over array words and instances (netlist names)
| signal | count |
|---|---|
| dout | 8 |
| next_dout | 8 |
| index | 8 |
| stack | 64 |
## worst min-delay path, cell delays in order, from the launching register on
cell	delay, ns
sky130_fd_sc_hd__dfxtp_1	0.32
sky130_fd_sc_hd__nand2_1	0.05
sky130_fd_sc_hd__mux2i_1	0.06
## cells by family after synthesis
family | count (synthesis) | synth area share, %
buffers and inverters | 20 | 3.45
AND-OR/OR-AND | 55 | 16.3
flip-flops | 16 | 12.6
adder cells (fa/ha/maj) | 10 | 4.93
latches | 72 | 42.5
multiplexers | 2 | 0.788
AND/OR/NAND/NOR | 84 | 18.3
XOR/XNOR | 3 | 1.03
## power breakdown
part,internal (mW),leakage (nW),switching [mW]
combinational,0.189,0.522,0.247
clock,0.140,0.0288,0.0944
sequential,0.446,0.718,0.0416
## synth_stat cells, types with 3 or more instances
cell and number:
sky130_fd_sc_hd__nand4_1 3, sky130_fd_sc_hd__dlxtn_1 72, sky130_fd_sc_hd__a21oi_1 9, sky130_fd_sc_hd__o22ai_1 6
sky130_fd_sc_hd__nand2_1 21, sky130_fd_sc_hd__xor2_1 3, sky130_fd_sc_hd__nor3_1 3, sky130_fd_sc_hd__nor2_1 18
sky130_fd_sc_hd__nand3b_1 6, sky130_fd_sc_hd__o21ai_0 7, sky130_fd_sc_hd__dfxtp_1 16, sky130_fd_sc_hd__a22oi_1 16
sky130_fd_sc_hd__ha_1 10, sky130_fd_sc_hd__a222oi_1 8, sky130_fd_sc_hd__buf_2 4, sky130_fd_sc_hd__and2_1 12
sky130_fd_sc_hd__clkbuf_1 10, sky130_fd_sc_hd__inv_1 5, sky130_fd_sc_hd__nand2b_1 5
## repair_timing
action | in CTS | in global routing
gates resized | 0 | 2
hold buffers | 0 | 0
setup endpoints to repair | 0 | 1
## layer usage
layer | vias to the layer above | wire length, um | GRT usage, %
li1 | 959 | - | -
met1 | 880 | 2710 | 20.4
met2 | 32 | 2570 | 22.4
met3 | 4 | 211 | 1.98
met4 | 0 | 31 | 0.897
met5 | - | 0 | 0
Power and IR drop assume default switching activity.
