--- flow/design.v ---
module FIFO( Clk, dataIn, RD, WR, EN, dataOut, Rst, EMPTY, FULL); 
input  Clk, RD, WR, EN, Rst;
output  EMPTY, FULL;
input   [31:0]    dataIn;
output reg [31:0] dataOut;  
reg [2:0]  Count = 0; 
reg [31:0] FIFO [0:7]; 
reg [2:0]  readCounter = 0, writeCounter = 0; 
assign EMPTY = (Count==0)? 1'b1:1'b0; 
assign FULL = (Count==8)? 1'b1:1'b0; 
always @ (posedge Clk) 
begin 
 if (EN==0); 
 else begin 
  if (Rst) begin 
   readCounter = 0; 
   writeCounter = 0; 
  end 
  else if (RD ==1'b1 && Count!=0) begin 
   dataOut  = FIFO[readCounter]; 
   readCounter = readCounter+1; 
  end 
  else if (WR==1'b1 && Count<8) begin
   FIFO[writeCounter]  = dataIn; 
   writeCounter  = writeCounter+1; 
  end 
  else; 
 end 
 if (writeCounter==8) 
  writeCounter=0; 
 else if (readCounter==8) 
  readCounter=0; 
 else;
 if (readCounter > writeCounter) begin 
  Count=readCounter-writeCounter; 
 end 
 else if (writeCounter > readCounter) 
  Count=writeCounter-readCounter; 
 else;
end 
endmodule
--- flow/run.sh ---
#!/bin/bash
# OpenROAD 26Q1-2900-gdf79404cd8, Yosys 0.63+post, stock flow scripts
make -C /OpenROAD-flow-scripts/flow DESIGN_CONFIG=/design/flow/config.mk WORK_HOME=/design/flow/orfs finish
--- flow/config.mk ---
export PLATFORM = sky130hd
export DESIGN_NAME = FIFO
export DESIGN_NICKNAME = FIFO
export VERILOG_FILES = /design/flow/design.v
export SDC_FILE = /design/flow/constraint.sdc
export NUM_CORES = 4
export LEC_CHECK = 1
export CORE_UTILIZATION = 40
--- flow/constraint.sdc ---
current_design FIFO

set clk_period 6.2
set clk_io_pct 0.2

create_clock -name clk0 -period $clk_period [get_ports {Clk}]

set non_clock_inputs [all_inputs -no_clocks]
set_input_delay [expr $clk_period * $clk_io_pct] -clock clk0 $non_clock_inputs
set_output_delay [expr $clk_period * $clk_io_pct] -clock clk0 [all_outputs]
==> Changelog: implementation <==
## Flow update

* Synthesis-to-finish area growth at 19.15%
* Max_slew headroom at 0.4946
* Setup TNS at 0 ns
* Clk latency of the worst-skew pair at 0.55 ns
* Vias in the first global route at 6077
* I/O pins at 71
* Clock Pin Slew Worst Setup and Hold Paths at 0.06 ns
* Crit Path Category: in -> reg
* Yosys cell types at 41
* Fin crit share at 0.6003
* RSZ-0062 raised after global routing: no
* Required time worst endpoint at 6.49 ns
* End of the critical path: Count[2]
* Final wirelength at 20610 µm
* Ys async rst share at 0
* Final setup viols at 0
* Placed insts at 1002
* Routability cong. at 0.8260
* CP arrival at 4.01 ns
* Worst setup path start: Rst
* Max_cap viols at 0
* Synth Seq Share at 0.7803
* Vias/cell at 5.176
* Total gr overflow at 0
* Port Buf Inserts at 69
* OpenROAD warning count at 28
* Ys Warns at 1
* CP max stage delay at 0.59 ns
* Chip area at 0.02906 mm²
* Leakage Power at 4.362 nW
* Final hold vios at 0
* EDFF count, synth at 291
* CP Cell Sequence: clkdlybuf4s50_1, nand2b_1, o311ai_0, ha_1, inv_1, fa_1, o31a_1, a311oi_1, a211oi_1
* Top cells by area: edfxtp_1, mux4_2, nand2_1
* Die span in x at 170.5 µm
* Post-CTS Hold Fix Bufs at 0
* Measured slew at the worst slew-check pin at 0.7581 ns
* Ys cells at 565
* Clk root buf: clkbuf_16
* Number of antenna violations at the first check in global routing at 0
* Synth Area per Inst at 20.09 µm²
* PostCTS Resize Cnt at 0
* TritonCTS clock tree: done
* Inserted Clock Buffers at 30
* Pre-antenna DRT Iters at 4
* DRC viols at 0
* Max-area cell share at 0.7697
* Clock Skew at 0.02037 ns
* R2R setup slack at 3.14 ns
* Cell type with the largest total area: edfxtp_1
* Worst R2R Start: Count[1]
* Routed vias at 5466
* Antenna-violating nets left at 0
* Setup Buffers After CTS at 0
* Final min period at 3.722 ns
* Outcome: complete, no violations
* Die height at 170.5 µm
* Power Density at 384.8 mW/mm²
* Share of cells above drive strength 1 at 0.2050
* Starting DRT DRC Count at 286
* Main flop type: edfxtp_1
* Fmax at 0.2687 GHz
* Core Rows at 61
* Max clock buf depth at 3
* Cell count after synthesis at 565
* DP Wirelength at 11760 µm
* Crit-path slowest cell: o311ai_0
* Core Area at 0.02786 mm²
* Crit Path Max Fanout at 11
* Clk sinks at 297
* CTS H-tree lvls at 1
* Synth flops at 297
* Avg WL per Cell at 19.52 µm
* FP Core Util at 0.4075
* Area reported by Yosys stat at 0.01135 mm²
* Gr usage total at 0.1648
* Hold WC Path Type: reg -> reg
* VDD IR max at 0.2375 mV
* ANT cells at 0
* Largest net degree at the start of global routing at 50
* Max-slew violations at 0
* First-pass GRT wire length at 32600 µm
* Post-Layout Cell Count at 1056
* Post-Synthesis Cell Area at 0.01135 mm²
* Worst r2r path cells at 5
* R2r endpoint: FIFO[1][14]
* CP Launch Type: input port
* Crit. End Element: register
[routing by layer]
metal | wire length (µm) | track usage
met3 | 2674 | 0.1004
met1 | 7290 | 0.2128
met4 | 428 | 0.02938
met5 | 0 | 0
met2 | 10220 | 0.2546
[cells by family (layout without fill, tap and decap cells)]
logic type | count (synthesis) | after routing | synth area share
multiplexers | 66 | 66 | 0.1288
other | 1 | 1 | 0.0003303
AND-OR/OR-AND | 23 | 23 | 0.01708
AND/OR/NAND/NOR | 130 | 130 | 0.04651
buffers and inverters | 38 | 151 | 0.01466
flip-flops | 297 | 297 | 0.7803
adder cells (fa/ha/maj) | 10 | 10 | 0.01234
[state kept, by name, summed over array words and instances (netlist names)]
| signal | flops |
|---|---|
| FIFO | 256 |
| dataOut | 32 |
| readCounter | 3 |
| writeCounter | 3 |
| Count | 3 |
[area by class of cell]
cell class                      count  area, µm²
Clock buffer                       37      777.0
Multi-Input combinational cell    230       2392
Timing Repair Buffer               84      803.3
Sequential cell                   297       8867
Clock inverter                     17      166.4
Tap cell                          378      473.0
Inverter                           13      48.80
Fill cell                        2223      14330
[how the worst min path moves through the flow]
stage	startpoint	to	slack [ns]	cells after the start
final	writeCounter[0]	writeCounter[0]	0.60	2
after global routing	writeCounter[0]	writeCounter[0]	0.67	2
after CTS	writeCounter[0]	writeCounter[0]	0.61	2
[metrics by stage]
stage	setup WS, ns	util	hold WS, ns	power (mW)	area [µm²]
after global routing	2.333	0.4856	0.6669	5.473	13530
after floorplan	1.646	-	0.5441	3.222	11350
after detailed placement	1.986	0.4517	0.5960	3.558	12580
after CTS	2.547	0.4856	0.6057	5.273	13530
after global placement	2.076	0.4517	0.6001	3.529	12580
final	2.478	0.4856	0.6018	5.205	13530
[where the power goes]
part           internal [mW]  switching, mW  leakage, nW
clock                   1.01          0.693        0.469
sequential              2.34         0.0848         2.68
combinational          0.520          0.557         1.22
total                   3.87           1.33         4.36
[synth_stat cells, types with 2 or more instances]
| master | number |
|---|---|
| edfxtp_1 | 291 |
| nor2_1 | 11 |
| a2bb2oi_1 | 3 |
| nand3_1 | 2 |
| nand2_1 | 104 |
| a21oi_1 | 2 |
| mux4_2 | 64 |
| fa_1 | 2 |
| and3_1 | 2 |
| a211oi_1 | 2 |
| o22ai_1 | 4 |
| or3_1 | 2 |
| inv_1 | 13 |
| dfxtp_1 | 6 |
| nand3b_1 | 2 |
| clkbuf_1 | 9 |
| nor3_1 | 2 |
| buf_2 | 7 |
| buf_1 | 5 |
| ha_1 | 8 |
| buf_4 | 4 |
[placed cells by master, fill, tap and decap left out, drive strengths merged, types with 2 or more instances in the layout]
cell type and n:
nand3 2, nor3 3, and3 2, nand3b 2
clkdlybuf4s50 69, a2bb2oi 3, buf 15, nor2 11
dfxtp 6, clkinv 14, ha 8, or3 3
bufinv 3, inv 13, a211oi 2, o22ai 4
mux4 64, nand2 105, clkbuf 37, fa 2
edfxtp 291, a21oi 2
[worst max-delay path: cells and delay by family]
family                   cells  cell delay [ns]
buffers and inverters        2             0.65
AND-OR/OR-AND                4             1.06
adder cells (fa/ha/maj)      2             0.76
AND/OR/NAND/NOR              1             0.31
Power and IR drop assume default switching activity.
